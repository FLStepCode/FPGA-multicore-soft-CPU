--- design/flow/config.mk ---
export PLATFORM = sky130hd
export DESIGN_NAME = axi_pmu
export DESIGN_NICKNAME = axi_pmu
export VERILOG_FILES = /design/flow/design.v
export SDC_FILE = /design/flow/constraint.sdc
export NUM_CORES = 4
export LEC_CHECK = 1
export CORE_UTILIZATION = 40
--- design/flow/constraint.sdc ---
current_design axi_pmu

set clk_period 10.1
set clk_io_pct 0.2

create_clock -name clk0 -period $clk_period [get_ports {aclk}]

set non_clock_inputs [all_inputs -no_clocks]
set_input_delay [expr $clk_period * $clk_io_pct] -clock clk0 $non_clock_inputs
set_output_delay [expr $clk_period * $clk_io_pct] -clock clk0 [all_outputs]
--- design/flow/design.v ---
interface axi_if #(
    parameter ID_W_WIDTH = 4,
    parameter ID_R_WIDTH = 4,
    parameter ADDR_WIDTH = 16,
    parameter DATA_WIDTH = 32
) ();
    logic AWVALID;
    logic AWREADY;
    logic [ID_W_WIDTH-1:0] AWID;
    logic [ADDR_WIDTH-1:0] AWADDR;
    logic [7:0] AWLEN;
    logic [2:0] AWSIZE;
    logic [1:0] AWBURST;
    logic WVALID;
    logic WREADY;
    logic [DATA_WIDTH-1:0] WDATA;
    logic [(DATA_WIDTH/8)-1:0] WSTRB;
    logic WLAST;
    logic BVALID;
    logic BREADY;
    logic [ID_W_WIDTH-1:0] BID;
    logic ARVALID;
    logic ARREADY;
    logic [ID_R_WIDTH-1:0] ARID;
    logic [ADDR_WIDTH-1:0] ARADDR;
    logic [7:0] ARLEN;
    logic [2:0] ARSIZE;
    logic [1:0] ARBURST;
    logic RVALID;
    logic RREADY;
    logic [ID_R_WIDTH-1:0] RID;
    logic [DATA_WIDTH-1:0] RDATA;
    logic RLAST;
    modport m (
        input AWREADY,
        output AWVALID, AWID, AWADDR, AWLEN, AWSIZE, AWBURST,
        input WREADY,
        output WVALID, WDATA, WSTRB, WLAST,
        input BVALID, BID,
        output BREADY,
        input ARREADY,
        output ARVALID, ARID, ARADDR, ARLEN, ARSIZE, ARBURST,
        input RVALID, RID, RDATA, RLAST,
        output RREADY
    );
    modport s (
        output AWREADY,
        input AWVALID, AWID, AWADDR, AWLEN, AWSIZE, AWBURST,
        output WREADY,
        input WVALID, WDATA, WSTRB, WLAST,
        output BVALID, BID,
        input BREADY,
        output ARREADY,
        input ARVALID, ARID, ARADDR, ARLEN, ARSIZE, ARBURST,
        output RVALID, RID, RDATA, RLAST,
        input RREADY
    );
    modport mon (
        input AWREADY,
        input AWVALID, AWID, AWADDR, AWLEN, AWSIZE, AWBURST,
        input WREADY,
        input WVALID, WDATA, WSTRB, WLAST,
        input BVALID, BID,
        input BREADY,
        input ARREADY,
        input ARVALID, ARID, ARADDR, ARLEN, ARSIZE, ARBURST,
        input RVALID, RID, RDATA, RLAST,
        input RREADY
    );
endinterface
interface axis_if #(
    parameter DATA_WIDTH = 32
) ();
    logic TVALID;
    logic TREADY;
    logic [DATA_WIDTH-1:0] TDATA;
    modport m (
        output TVALID,
        input TREADY,
        output TDATA
    );
    modport s (
        input TVALID,
        output TREADY,
        input TDATA
    );
endinterface
interface ram_if #(
    parameter ADDR_WIDTH = 16,
    parameter BYTE_WIDTH = 8
) ();
    logic [ADDR_WIDTH-1:0] addr_a;
    logic [BYTE_WIDTH-1:0] data_a;
    logic [BYTE_WIDTH-1:0] write_a;
    logic write_en_a;
    logic [ADDR_WIDTH-1:0] addr_b;
    logic [BYTE_WIDTH-1:0] data_b;
    logic [BYTE_WIDTH-1:0] write_b;
    logic write_en_b;
    modport m (
        output addr_a, write_a, write_en_a,
        input data_a,
        output addr_b, write_b, write_en_b,
        input data_b
    );
    modport s (
        input addr_a, write_a, write_en_a,
        output data_a,
        input addr_b, write_b, write_en_b,
        output data_b
    );
endinterface
module axi_pmu (
    input  logic aclk,
    input  logic aresetn,
    axi_if.mon mon_axi,
    input  logic [4:0]  addr_i,
    output logic [63:0] data_o
);
    typedef struct packed {
        logic [63:0] idle;
        logic [63:0] outstanding;
        logic [63:0] ar_stall;
        logic [63:0] ar_handshake;
        logic [63:0] rvalid_stall;
        logic [63:0] rready_stall;
        logic [63:0] r_handshake;
    } read_counters;
    typedef struct packed {
        logic [63:0] idle;
        logic [63:0] outstanding;
        logic [63:0] responding;
        logic [63:0] aw_stall;
        logic [63:0] aw_handshake;
        logic [63:0] wvalid_stall;
        logic [63:0] wready_stall;
        logic [63:0] w_handshake;
        logic [63:0] bvalid_stall;
        logic [63:0] bready_stall;
        logic [63:0] b_handshake;
    } write_counters;
    read_counters rc;
    write_counters wc;
    logic [63:0] clock_counter;
    always_comb begin
        case (addr_i)
            0:  data_o <= rc.idle;
            1:  data_o <= rc.outstanding;
            2:  data_o <= rc.ar_stall;
            3:  data_o <= rc.ar_handshake;
            4:  data_o <= rc.rvalid_stall;
            5:  data_o <= rc.rready_stall;
            6:  data_o <= rc.r_handshake;
            7:  data_o <= wc.idle;
            8:  data_o <= wc.outstanding;
            9:  data_o <= wc.responding;
            10: data_o <= wc.aw_stall;
            11: data_o <= wc.aw_handshake;
            12: data_o <= wc.wvalid_stall;
            13: data_o <= wc.wready_stall;
            14: data_o <= wc.w_handshake;
            15: data_o <= wc.bvalid_stall;
            16: data_o <= wc.bready_stall;
            17: data_o <= wc.b_handshake;
            18: data_o <= clock_counter;
            default: data_o <= '0;
        endcase
    end
    always_ff @(posedge aclk or negedge aresetn) begin
        if (!aresetn) begin
            clock_counter <= 0;
        end
        else begin
            clock_counter <= clock_counter + 1;
        end
    end
    always_ff @(posedge aclk or negedge aresetn) begin
        if (!aresetn) begin
            rc <= '0;
        end
        else begin
            if (!mon_axi.ARVALID && (rc.outstanding == 0)) begin
                rc.idle <= rc.idle + 1;
            end
            if (mon_axi.ARVALID && mon_axi.ARREADY) begin
                if (!(mon_axi.RVALID && mon_axi.RREADY && mon_axi.RLAST)) begin
                    rc.outstanding <= rc.outstanding + 1;
                end
            end
            else begin
                if (mon_axi.RVALID && mon_axi.RREADY && mon_axi.RLAST) begin
                    rc.outstanding <= rc.outstanding - 1;
                end
            end
            if (mon_axi.ARVALID && !mon_axi.ARREADY) begin
                rc.ar_stall <= rc.ar_stall + 1;
            end
            if (mon_axi.ARVALID && mon_axi.ARREADY) begin
                rc.ar_handshake <= rc.ar_handshake + 1;
            end
            if ((rc.outstanding != 0) && !mon_axi.RVALID) begin
                rc.rvalid_stall <= rc.rvalid_stall + 1;
            end
            if (mon_axi.RVALID && !mon_axi.RREADY) begin
                rc.rready_stall <= rc.rready_stall + 1;
            end
            if (mon_axi.RVALID && mon_axi.RREADY) begin
                rc.r_handshake <= rc.r_handshake + 1;
            end
        end
    end
    always_ff @(posedge aclk or negedge aresetn) begin
        if (!aresetn) begin
            wc <= '0;
        end
        else begin
            if (!mon_axi.AWVALID && (wc.outstanding == 0)) begin
                wc.idle <= wc.idle + 1;
            end
            if (mon_axi.AWVALID && mon_axi.AWREADY) begin
                if (!(mon_axi.BVALID && mon_axi.BREADY)) begin
                    wc.outstanding <= wc.outstanding + 1;
                end
            end
            else begin
                if (mon_axi.BVALID && mon_axi.BREADY) begin
                    wc.outstanding <= wc.outstanding - 1;
                end
            end
            if (mon_axi.BVALID && mon_axi.BVALID) begin
                if (!(mon_axi.WVALID && mon_axi.WREADY && mon_axi.WLAST)) begin
                    wc.responding <= wc.responding - 1;
                end
            end
            else begin
                if (mon_axi.WVALID && mon_axi.WREADY && mon_axi.WLAST) begin
                    wc.responding <= wc.responding + 1;
                end
            end
            if (mon_axi.AWVALID && !mon_axi.AWREADY) begin
                wc.aw_stall <= wc.aw_stall + 1;
            end
            if (mon_axi.AWVALID && mon_axi.AWREADY) begin
                wc.aw_handshake <= wc.aw_handshake + 1;
            end
            if ((wc.outstanding != 0) && (wc.outstanding != wc.responding) && !mon_axi.WVALID) begin
                wc.wvalid_stall <= wc.wvalid_stall + 1;
            end
            if (mon_axi.WVALID && !mon_axi.WREADY) begin
                wc.wready_stall <= wc.wready_stall + 1;
            end
            if (mon_axi.WVALID && mon_axi.WREADY) begin
                wc.w_handshake <= wc.w_handshake + 1;
            end
            if ((wc.responding != 0) && !mon_axi.BVALID) begin
                wc.bvalid_stall <= wc.bvalid_stall + 1;
            end
            if (mon_axi.BVALID && !mon_axi.BREADY) begin
                wc.bready_stall <= wc.bready_stall + 1;
            end
            if (mon_axi.BVALID && mon_axi.BREADY) begin
                wc.b_handshake <= wc.b_handshake + 1;
            end
        end
    end
endmodule
--- design/flow/run.sh ---
#!/bin/bash
# OpenROAD 26Q1-2900-gdf79404cd8, Yosys 0.63+post, stock flow scripts
make -C /OpenROAD-flow-scripts/flow DESIGN_CONFIG=/design/flow/config.mk WORK_HOME=/design/flow/orfs finish
==> flow_summary.json <==
{
  "drc": 0,
  "finalHoldViolCount": 0,
  "root_buffer": "clkbuf_8",
  "power_switching_w": 0.0001039,
  "power_frac_seq_pct": 49.8,
  "synthArstFlopShare_pct": 100.0,
  "syn_area_mm2": 0.003378,
  "cp_slowest_cell": "clkdlybuf4s50_1",
  "status": "complete, no violations",
  "top_logic_kind": "simple AND/OR/NAND/NOR gates",
  "synthMuxAreaShare_pct": 0,
  "synth_chip_area_mm2": 0.003378,
  "grt_pass1_vias": 2504,
  "layout_top_cell": "clkdlybuf4s50_1",
  "rows": 33,
  "tritoncts": "built",
  "fin_cells": 517,
  "pwr-share-comb_pct": 1.6,
  "simple_gate_area_share_pct": 33.59,
  "worst_slew_pin_slew_ns": 0.6949,
  "dp_slack_ns": 4.278,
  "powerDensity_mw_per_mm2": 117.0,
  "openroad.warnings": 25,
  "layout_setup_ws_ns": 4.272,
  "syn_inst": 334,
  "antenna_found_initial": 0,
  "wl_per_cell_um": 13.18,
  "drtPass1Iterations": 4,
  "max_slew_margin_pct": 53.68,
  "rr_startpoint": "clock_counter[8]",
  "hpwl_mm": 4.646,
  "area_delta_synth_final_pct": 30.19,
  "synth-warning-count": 37,
  "fa_ha_area_share_pct": 0.3704,
  "drtAntennaViolNets": 0,
  "dr.first_iter.drc_count": 99,
  "drv_slew": 0,
  "ir_drop_uv": 63.27,
  "grt_max_degree": 65,
  "crit_path_max_incr_delay_ns": 0.47,
  "layout_min_cycle_time_ns": 5.828,
  "cp-start-kind": "input port",
  "arrival_ns": 3.81,
  "critPathCaptureType": "output port",
  "flop_cell": "dfrtp_1",
  "p_int_w": 0.0004107,
  "ios": 71,
  "post-place-cells": 501,
  "clock_skew_ns": 0.01063,
  "ys_types": 28,
  "fin_crit_sh_pct": 57.70,
  "initCoreUtil_pct": 41.32,
  "num_antenna_cells": 0,
  "r2r-end": "clock_counter[35]",
  "finalSetupViolCount": 0,
  "p_leak_nw": 1.963,
  "fp.dieH_um": 93.90,
  "cts_buffers": 9,
  "post_cts_resized": 0,
  "cts_hold_buffers": 0,
  "min-delay-path-class": "flop to flop",
  "ys_sh_aoi_pct": 0,
  "ys.flops": 64,
  "regMostFlops": "clock_counter",
  "drive_gt1_share_pct": 8.252,
  "xor_area_share_pct": 16.07,
  "min_from": "clock_counter[63]",
  "die_w_um": 93.90,
  "grt.total_usage_pct": 17.05,
  "crit_required_ns": 8.08,
  "gp_congestion": 0.8040,
  "syn_area_per_cell_um2": 10.11,
  "rsz0062_at_grt": "false",
  "top_regs": "clock_counter x64",
  "worstPathCellList": "clkdlybuf4s50_1, nor2_1, and4b_1, buf_4, and2_1, clkdlybuf4s50_1",
  "crit_fanout": 64,
  "p_clk_share_pct": 48.6,
  "overflow": 0,
  "edf_count": 0,
  "cts.clk_slew.worst_paths_ns": 0.07,
  "vias_per_cell": 4.903,
  "whs_ns": 0.4618,
  "clock_path_buffers": 2,
  "rrSetupSlack_ns": 7.95,
  "vias": 2535,
  "hold_path_depth": 1,
  "clock_insertion_delay_worst_skew_ns": 0.33,
  "synth_seq_share_pct": 47.41,
  "die_area_mm2": 0.008817,
  "mostFrequentLayoutCells": "69 x clkdlybuf4s50_1, 66 x and2_1, 64 x dfrtp_1",
  "reg2reg_depth": 5,
  "crit_path_frequent_cell": "clkdlybuf4s50_1",
  "largest_register_ffs": 64,
  "cts.sinks": 64,
  "wl_mm": 6.816,
  "max_freq_ghz": 0.1716,
  "switching_share_pct": 20.19,
  "cts_post_setup_buffers_inserted": 0,
  "htree_num_levels": 3,
  "finalSetupTns_ns": 0,
  "maxCapViolations": 0,
  "hold_end": "clock_counter[63]",
  "portBuffers": 70,
  "yosys_cells": 334,
  "core_area_mm2": 0.008175,
  "criticalPathCategory": "input port to output port",
  "grt_pass1_wl_mm": 11.72
}
-- final cells by class --
type / count / area [um^2]
timing repair buffer: 72 / 710.7
clock buffer: 11 / 151.4
inverter: 9 / 33.78
fill: 705 / 3777
clock inverter: 5 / 78.83
sequential: 64 / 1602
multi-input combinational: 251 / 1690
tap: 105 / 131.4
-- cells by family after synthesis --
kind of cell | after synthesis
DFF | 64
adders and majority gates | 1
buffers and inverters | 19
xor gates and xnor gates | 62
and+or+nand+nor | 188
-- worst max-delay path by stage --
stage          from          to  slack (ns)  cells past startpoint
4_1_cts   addr_i[3]  data_o[40]        4.24                      6
5_1_grt   addr_i[3]  data_o[27]        4.12                      6
6_report  addr_i[3]  data_o[40]        4.27                      6
-- worst max-delay path: cells and delay by family --
kind          cells  cell delay, ns
buf+inv           3            1.26
simple gates      3            0.51
-- routing by layer --
layer	vias to the layer above	global-route usage [%]	share of wire [%]
met5	-	0	0
met4	0	2.564	1.7
met3	11	2.140	3.6
met2	51	25.36	43
met1	1203	28.40	52
li1	1270	-	-
-- stage by stage --
stage	cell area, um^2	power [W]	util [%]
floorplan	3378	0.0002621	-
global placement	4168	0.0002701	50.98
detailed placement	4168	0.0002702	50.98
CTS	4398	0.0005192	53.80
global route	4398	0.0005295	53.80
finish	4398	0.0005146	53.80
-- power groups by stage --
| stage | logic (W) | registers, W | clock network, W |
|---|---|---|---|
| after CTS | 0.00000909 | 0.000256 | 0.000254 |
| after global routing | 0.0000101 | 0.000256 | 0.000263 |
| final | 0.00000849 | 0.000256 | 0.000250 |
-- cells in the mapped netlist, types with 3 or more instances --
cell type / number / area, um^2
and2_1: 66 / 412.9
clkbuf_1: 8 / 30.03
nand3_1: 15 / 75.07
inv_1: 9 / 33.78
nor2_1: 19 / 71.32
and3_1: 7 / 43.79
nand2_1: 20 / 75.07
nor4_1: 3 / 18.77
dfrtp_1: 64 / 1602
nand4_1: 22 / 137.6
nor3_1: 14 / 70.07
xor2_1: 24 / 210.2
and4_1: 4 / 35.03
xnor2_1: 38 / 332.8
nand4_2: 3 / 37.54
Power and IR drop assume default switching activity.
