## config.mk

```make
export PLATFORM = sky130hd
export DESIGN_NAME = receiver
export DESIGN_NICKNAME = receiver
export VERILOG_FILES = /design/flow/design.v
export SDC_FILE = /design/flow/constraint.sdc
export NUM_CORES = 4
export LEC_CHECK = 1
export CORE_UTILIZATION = 30
```

## constraint.sdc

```tcl
current_design receiver

set clk_period 4.6
set clk_io_pct 0.2

create_clock -name clk0 -period $clk_period [get_ports {clk_i}]

set non_clock_inputs [all_inputs -no_clocks]
set_input_delay [expr $clk_period * $clk_io_pct] -clock clk0 $non_clock_inputs
set_output_delay [expr $clk_period * $clk_io_pct] -clock clk0 [all_outputs]
```

## design.v

```verilog
interface axi_if #(
    parameter ID_W_WIDTH = 4,
    parameter ID_R_WIDTH = 4,
    parameter ADDR_WIDTH = 16,
    parameter DATA_WIDTH = 32
) ();
    logic AWVALID;
    logic AWREADY;
    logic [ID_W_WIDTH-1:0] AWID;
    logic [ADDR_WIDTH-1:0] AWADDR;
    logic [7:0] AWLEN;
    logic [2:0] AWSIZE;
    logic [1:0] AWBURST;
    logic WVALID;
    logic WREADY;
    logic [DATA_WIDTH-1:0] WDATA;
    logic [(DATA_WIDTH/8)-1:0] WSTRB;
    logic WLAST;
    logic BVALID;
    logic BREADY;
    logic [ID_W_WIDTH-1:0] BID;
    logic ARVALID;
    logic ARREADY;
    logic [ID_R_WIDTH-1:0] ARID;
    logic [ADDR_WIDTH-1:0] ARADDR;
    logic [7:0] ARLEN;
    logic [2:0] ARSIZE;
    logic [1:0] ARBURST;
    logic RVALID;
    logic RREADY;
    logic [ID_R_WIDTH-1:0] RID;
    logic [DATA_WIDTH-1:0] RDATA;
    logic RLAST;
    modport m (
        input AWREADY,
        output AWVALID, AWID, AWADDR, AWLEN, AWSIZE, AWBURST,
        input WREADY,
        output WVALID, WDATA, WSTRB, WLAST,
        input BVALID, BID,
        output BREADY,
        input ARREADY,
        output ARVALID, ARID, ARADDR, ARLEN, ARSIZE, ARBURST,
        input RVALID, RID, RDATA, RLAST,
        output RREADY
    );
    modport s (
        output AWREADY,
        input AWVALID, AWID, AWADDR, AWLEN, AWSIZE, AWBURST,
        output WREADY,
        input WVALID, WDATA, WSTRB, WLAST,
        output BVALID, BID,
        input BREADY,
        output ARREADY,
        input ARVALID, ARID, ARADDR, ARLEN, ARSIZE, ARBURST,
        output RVALID, RID, RDATA, RLAST,
        input RREADY
    );
    modport mon (
        input AWREADY,
        input AWVALID, AWID, AWADDR, AWLEN, AWSIZE, AWBURST,
        input WREADY,
        input WVALID, WDATA, WSTRB, WLAST,
        input BVALID, BID,
        input BREADY,
        input ARREADY,
        input ARVALID, ARID, ARADDR, ARLEN, ARSIZE, ARBURST,
        input RVALID, RID, RDATA, RLAST,
        input RREADY
    );
endinterface
interface axis_if #(
    parameter DATA_WIDTH = 32
) ();
    logic TVALID;
    logic TREADY;
    logic [DATA_WIDTH-1:0] TDATA;
    modport m (
        output TVALID,
        input TREADY,
        output TDATA
    );
    modport s (
        input TVALID,
        output TREADY,
        input TDATA
    );
endinterface
interface ram_if #(
    parameter ADDR_WIDTH = 16,
    parameter BYTE_WIDTH = 8
) ();
    logic [ADDR_WIDTH-1:0] addr_a;
    logic [BYTE_WIDTH-1:0] data_a;
    logic [BYTE_WIDTH-1:0] write_a;
    logic write_en_a;
    logic [ADDR_WIDTH-1:0] addr_b;
    logic [BYTE_WIDTH-1:0] data_b;
    logic [BYTE_WIDTH-1:0] write_b;
    logic write_en_b;
    modport m (
        output addr_a, write_a, write_en_a,
        input data_a,
        output addr_b, write_b, write_en_b,
        input data_b
    );
    modport s (
        input addr_a, write_a, write_en_a,
        output data_a,
        input addr_b, write_b, write_en_b,
        output data_b
    );
endinterface
module receiver #(
    parameter CLK_FREQ          = 1_000_000_000,
    parameter BAUD_RATE         = 100_000_000,
    parameter CLK_PER_BAUD      = CLK_FREQ / BAUD_RATE,
    parameter CLK_UART_MIDPOINT = CLK_PER_BAUD / 2
) (
    input  logic       clk_i,
    input  logic       arstn_i,
    input  logic       rx_i,
    output logic [7:0] data_o,
    input  logic       data_ready_i,
    output logic       data_valid_o
);
    typedef enum logic [2:0] {
        IDLE,
        START,
        DATA,
        STOP
    } states_t;
    states_t state, state_next;
    logic data_valid, data_valid_next;
    logic [31:0] clk_counter, clk_counter_next;
    logic [2:0] byte_counter, byte_counter_next;
    logic [7:0] data, data_next;
    assign data_valid_o = data_valid;
    assign data_o = data;
    always_ff @(posedge clk_i or negedge arstn_i) begin
        if (!arstn_i) begin
            state <= IDLE;
            data_valid <= '0;
            data <= '0;
            clk_counter <= '0;
            byte_counter <= '0;
        end
        else begin
            state <= state_next;
            data_valid <= data_valid_next;
            data <= data_next;
            clk_counter <= clk_counter_next;
            byte_counter <= byte_counter_next;
        end
    end
    always_comb begin
        state_next = IDLE;
        case (state)
            IDLE: begin
                if (!rx_i) begin
                    state_next = START;
                end
                else begin
                    state_next = IDLE;
                end
            end
            START: begin
                if (clk_counter == CLK_UART_MIDPOINT) begin
                    if (!rx_i) begin
                        state_next = DATA;
                    end
                    else begin
                        state_next = START;
                    end
                end
                if (clk_counter == (CLK_PER_BAUD - 1)) begin
                    state_next = DATA;
                end
                else begin
                    state_next = START;
                end
            end
            DATA: begin
                if ((clk_counter == CLK_UART_MIDPOINT) && (byte_counter == 7)) begin
                    state_next = STOP;
                end
                else begin
                    state_next = DATA;
                end
            end
            STOP: begin
                if (clk_counter == CLK_UART_MIDPOINT) begin
                    state_next = IDLE;
                end
                else begin
                    state_next = STOP;
                end
            end
        endcase
    end
    always_comb begin
        data_valid_next = data_valid;
        clk_counter_next = clk_counter;
        byte_counter_next = byte_counter;
        data_next = data;
        case (state)
            IDLE: begin
                clk_counter_next = '0;
                byte_counter_next = '0;
                if (!rx_i) begin
                    clk_counter_next = 1;
                end
                if (data_valid_o && data_ready_i) begin
                    data_valid_next = '0;
                end
            end
            START: begin
                data_valid_next = '0;
                data_next = '0;
                clk_counter_next = (clk_counter == (CLK_PER_BAUD - 1)) ? '0 : clk_counter + 1;
            end
            DATA: begin
                clk_counter_next = (clk_counter == (CLK_PER_BAUD - 1)) ? '0 : clk_counter + 1;
                if (clk_counter == CLK_UART_MIDPOINT) begin
                    data_next[byte_counter] = rx_i;
                end
                if (clk_counter == (CLK_PER_BAUD - 1)) begin
                    byte_counter_next = byte_counter + 1;
                end
            end
            STOP: begin
                clk_counter_next = (clk_counter == (CLK_PER_BAUD - 1)) ? '0 : clk_counter + 1;
                if (clk_counter == CLK_UART_MIDPOINT) begin
                    if (rx_i) begin
                        data_valid_next = '1;
                    end
                    else begin
                        data_valid_next = '0;
                    end
                end
                if (data_valid_o && data_ready_i) begin
                    data_valid_next = '0;
                end
            end
        endcase
    end
endmodule
```

## run.sh

```bash
#!/bin/bash
# OpenROAD 26Q1-2900-gdf79404cd8, Yosys 0.63+post, stock flow scripts
make -C /OpenROAD-flow-scripts/flow DESIGN_CONFIG=/design/flow/config.mk WORK_HOME=/design/flow/orfs finish
```

==> results.tsv <==
stage	metric	value	unit
placed_design	RePlAce Congestion	0.863	
timing	RSZ-0062 raised after global routing	false	
synth	xor/xnor share	0.00594	
timing	cycle use final	0.575	
synth	asr flop ratio synth	1.00	
timing	final setup skew	0.0109	ns
worst_setup_path	worst r2r src	clk_counter[1]	
clock_tree	clock root cell	clkbuf_8	
timing	slew margin rel.	0.368	
cells_and_area	layout cells sized above 1	0.0831	
pwr	P per Cell Area	258	nW/µm²
floorplan	DIE WIDTH	101	µm
clock_tree	clock slew at reported path FFs	0.10	ns
synth	flip-flops with a built-in enable	0	
worst_hold_path	hold path cells	1	
synth	area fraction in mux cells	0.0356	
floorplan	Core ar.	9370	µm²
pwr	Power Total	0.000865	W
worst_setup_path	crit path DRT	4.80	ns
synth	Synth Area in Compound Gates	0.183	
worst_hold_path	Hold WC Path Type	reg2reg	
grt	Total GRT Usage	0.156	
timing	PnR worst setup slack	1.95	ns
synth	Post-synth top cells	dfrtp_1 (47), nand2_1 (35), a31oi_1 (27)	
pwr	Psw	0.000163	W
placed_design	# placed instances	458	
timing	Peak Freq	0.378	GHz
synth	Chip Area, Yosys	2950	µm²
pwr	Sw Ratio	0.188	
pwr	Pleak	1.35	nW
pwr	combinational power share	0.021	
cells_and_area	Syn-to-layout area delta	13.5	%
synth	top cells, area	dfrtp_1 (40%), a31oi_1 (5.7%), nand2_1 (4.5%), nand4_1 (3.4%), ha_1 (3.0%)	
timing	fin crit period	2.65	ns
pwr	VDD IR-drop max	0.134	mV
worst_setup_path	Critical R2R Capture	clk_counter[14]	
grt	met2 track demand over resource	0.251	
run	max cap viols	0	
outcome	run status	complete, no violations	
worst_setup_path	Critical Path Source Type	register	
timing	final hold vios	0	
timing	setup violators final	0	
routing	per-cell routed wire length	15.9	µm
synth	yosys cell count	332	
worst_setup_path	Crit. End Element	register	
synth	synthesized netlist cell count	332	
worst_hold_path	Min-Delay Endpoint	data[2]	
grt	busiest layer in global routing	met2	
floorplan	Die H	101	µm
pwr	sequential share of power	0.491	
synth	count leader, synth	dfrtp_1	
clock_tree	TritonCTS clock tree	built	
placed_design	I/O Buffers	12	
grt	first-pass GRT wire length	12.6	mm
pwr	clock group share of total power	0.488	
placed_design	hpwl dp	4.79	mm
routing	post-DR vias/cell	5.72	
synth	Synth Cell Area	2950	µm²
synth	Area leader share	0.399	
clock_tree	post_cts resized	0	
cells_and_area	Layout Cells excl Fill	466	
run	Log Warnings	29	
grt	met1 usage	0.231	
worst_setup_path	CP top delay family	simple AND/OR/NAND/NOR gates	
worst_setup_path	slowest stage delay, CP	0.76	ns
floorplan	Pre-Place Util	0.315	
synth	synth warn	1	
worst_setup_path	arrival time worst endpoint	2.85	ns
worst_setup_path	setup slack, reg-to-reg	1.95	ns
floorplan	num rows	35	
routing	DRC	0	
routing	Vias	2664	
timing	fin. max-slew vios	0	
clock_tree	clk buf depth	2	
cells_and_area	fin area	3350	µm²
clock_tree	Post-CTS Setup Bufs	0	
synth	syn_area_per_cell	8.89	µm²
placed_design	Placement Setup Slack	1.98	ns
grt	vias in the first global route	2496	
grt	global route overflow	0	
clock_tree	clock sink count	48	
synth	Post-Synth Simple-Gate Area	0.288	
synth	Netlist cell types	47	
clock_tree	number of buffers created by CTS	5	
worst_setup_path	crit-path cells	inv_1 -> ha_1 -> nor4b_2 -> nand4_1 -> or4_1 -> buf_4 -> and3_1 -> o22a_1	
synth	Synth area leader	dfrtp_1	
clock_tree	Clk Latency, worst-skew pair	0.31	ns
pwr	cell internal pwr	0.000702	W
worst_setup_path	CP Max Fanout	20	
synth	Dominant flop cell	dfrtp_1	
worst_setup_path	Slowest-stage cell, CP	or4_1	
worst_setup_path	R2R depth	8	
grt	largest net degree at the start of global routing	49	
synth	Synth Seq Share	0.408	
worst_setup_path	WP buf/inv	2	
floorplan	io pins	13	
clock_tree	Hold-fix buffers, CTS	0	
synth	Adder-Cell Fraction of Synth Area	0.0297	
timing	Tightest Pin Transition	0.944	ns
timing	sum of negative setup slack	0	ns
synth	synthesized flop and latch total	48	
routing	antenna fix cells	0	
routing	total wire length	7.39	mm
grt	GRT met3 Usage	0.0259	
routing	Detailed Routing Iterations Pass 1	4	
routing	Initial DRC Count	151	
clock_tree	htree depth	2	
synth	top comb family, area	simple AND/OR/NAND/NOR gates	
routing	Final ANT Viol Nets	0	
worst_hold_path	Hold Path Origin	data[2]	
floorplan	Die ar.	10200	µm²
grt	initial antenna violation count	0	
placed_design	DP Area	3190	µm²
worst_setup_path	Crit Path Category	reg2reg	
[sequential cells by signal, indices dropped and copies added (netlist names)]
register      flops
data              8
state             4
data_valid        1
clk_counter      32
byte_counter      3
[logic make-up after synthesis]
kind of cell,Yosys count
AND/OR/NAND/NOR,152
buffers and inverters,35
flip-flops,48
AND-OR/OR-AND,78
adder cells (fa/ha/maj),7
XOR/XNOR,2
multiplexers,10
[placed cells by master, fill, tap and decap left out, types with 4 or more instances in the layout]
cell             instances
a21o_1                   5
a21oi_1                  5
mux2i_1                  6
nand3_1                 15
o21ai_0                 11
and3_1                   5
and4_1                   4
dfrtp_1                 47
ha_1                     7
or4_1                    9
nor2_1                  15
nor3_1                  13
o31ai_1                  4
a31oi_1                 27
clkbuf_8                 5
clkdlybuf4s50_1         11
buf_4                    6
o311a_1                  4
and2_1                   4
nand4_1                 16
mux2_2                   4
nand2_1                 35
inv_1                   14
nor4_1                  14
or3_1                   10
o22ai_1                  4
[area by class of cell]
class                   instances  area (µm²)
repair buffers                 18         160
clock inverters                 3        90.1
fillers                       947        6020
clock buffers                   5        68.8
well taps                     129         161
flip-flops and latches         48        1200
multi-input cells             249        1610
inverters                      14        52.6
[power groups by stage]
stage / logic, W / registers, W / clock network (W)
after CTS: 0.0000192 / 0.000424 / 0.000432
after global routing: 0.0000213 / 0.000425 / 0.000450
final: 0.0000181 / 0.000424 / 0.000422
[through the flow]
| stage | utilization | hold WS (ns) |
|---|---|---|
| after floorplan | - | 0.470 |
| after global placement | 0.340 | 0.509 |
| after detailed placement | 0.340 | 0.512 |
| after CTS | 0.357 | 0.535 |
| after global routing | 0.357 | 0.555 |
| final | 0.357 | 0.532 |
[per-layer routing]
metal | part of all wire | wire length, µm
met2 | 0.46 | 3380
met5 | 0 | 0
met4 | 0.015 | 114
met1 | 0.48 | 3530
met3 | 0.050 | 370
[worst max-delay path by stage]
stage	slack, ns	start	depth (start not counted)	endpoint
CTS	1.95	clk_counter[1]	8	clk_counter[14]
global route	1.72	clk_counter[27]	6	clk_counter[7]
finish	1.95	clk_counter[1]	8	clk_counter[14]
No activity file was given, so power comes from the tool's default toggle rates.
