===== ./config.mk =====
export PLATFORM = sky130hd
export DESIGN_NAME = transmitter
export DESIGN_NICKNAME = transmitter
export VERILOG_FILES = /design/flow/design.v
export SDC_FILE = /design/flow/constraint.sdc
export NUM_CORES = 4
export LEC_CHECK = 1
export CORE_UTILIZATION = 40

===== ./constraint.sdc =====
current_design transmitter

set clk_period 6.4
set clk_io_pct 0.2

create_clock -name clk0 -period $clk_period [get_ports {clk_i}]

set non_clock_inputs [all_inputs -no_clocks]
set_input_delay [expr $clk_period * $clk_io_pct] -clock clk0 $non_clock_inputs
set_output_delay [expr $clk_period * $clk_io_pct] -clock clk0 [all_outputs]

===== ./design.v =====
interface axi_if #(
    parameter ID_W_WIDTH = 4,
    parameter ID_R_WIDTH = 4,
    parameter ADDR_WIDTH = 16,
    parameter DATA_WIDTH = 32
) ();
    logic AWVALID;
    logic AWREADY;
    logic [ID_W_WIDTH-1:0] AWID;
    logic [ADDR_WIDTH-1:0] AWADDR;
    logic [7:0] AWLEN;
    logic [2:0] AWSIZE;
    logic [1:0] AWBURST;
    logic WVALID;
    logic WREADY;
    logic [DATA_WIDTH-1:0] WDATA;
    logic [(DATA_WIDTH/8)-1:0] WSTRB;
    logic WLAST;
    logic BVALID;
    logic BREADY;
    logic [ID_W_WIDTH-1:0] BID;
    logic ARVALID;
    logic ARREADY;
    logic [ID_R_WIDTH-1:0] ARID;
    logic [ADDR_WIDTH-1:0] ARADDR;
    logic [7:0] ARLEN;
    logic [2:0] ARSIZE;
    logic [1:0] ARBURST;
    logic RVALID;
    logic RREADY;
    logic [ID_R_WIDTH-1:0] RID;
    logic [DATA_WIDTH-1:0] RDATA;
    logic RLAST;
    modport m (
        input AWREADY,
        output AWVALID, AWID, AWADDR, AWLEN, AWSIZE, AWBURST,
        input WREADY,
        output WVALID, WDATA, WSTRB, WLAST,
        input BVALID, BID,
        output BREADY,
        input ARREADY,
        output ARVALID, ARID, ARADDR, ARLEN, ARSIZE, ARBURST,
        input RVALID, RID, RDATA, RLAST,
        output RREADY
    );
    modport s (
        output AWREADY,
        input AWVALID, AWID, AWADDR, AWLEN, AWSIZE, AWBURST,
        output WREADY,
        input WVALID, WDATA, WSTRB, WLAST,
        output BVALID, BID,
        input BREADY,
        output ARREADY,
        input ARVALID, ARID, ARADDR, ARLEN, ARSIZE, ARBURST,
        output RVALID, RID, RDATA, RLAST,
        input RREADY
    );
    modport mon (
        input AWREADY,
        input AWVALID, AWID, AWADDR, AWLEN, AWSIZE, AWBURST,
        input WREADY,
        input WVALID, WDATA, WSTRB, WLAST,
        input BVALID, BID,
        input BREADY,
        input ARREADY,
        input ARVALID, ARID, ARADDR, ARLEN, ARSIZE, ARBURST,
        input RVALID, RID, RDATA, RLAST,
        input RREADY
    );
endinterface
interface axis_if #(
    parameter DATA_WIDTH = 32
) ();
    logic TVALID;
    logic TREADY;
    logic [DATA_WIDTH-1:0] TDATA;
    modport m (
        output TVALID,
        input TREADY,
        output TDATA
    );
    modport s (
        input TVALID,
        output TREADY,
        input TDATA
    );
endinterface
interface ram_if #(
    parameter ADDR_WIDTH = 16,
    parameter BYTE_WIDTH = 8
) ();
    logic [ADDR_WIDTH-1:0] addr_a;
    logic [BYTE_WIDTH-1:0] data_a;
    logic [BYTE_WIDTH-1:0] write_a;
    logic write_en_a;
    logic [ADDR_WIDTH-1:0] addr_b;
    logic [BYTE_WIDTH-1:0] data_b;
    logic [BYTE_WIDTH-1:0] write_b;
    logic write_en_b;
    modport m (
        output addr_a, write_a, write_en_a,
        input data_a,
        output addr_b, write_b, write_en_b,
        input data_b
    );
    modport s (
        input addr_a, write_a, write_en_a,
        output data_a,
        input addr_b, write_b, write_en_b,
        output data_b
    );
endinterface
module transmitter #(
    parameter CLK_FREQ     = 1_000_000_000,
    parameter BAUD_RATE    = 100_000_000,
    parameter CLK_PER_BAUD = CLK_FREQ / BAUD_RATE
) (
    input  logic       clk_i,
    input  logic       arstn_i,
    output logic       tx_o,
    input  logic [7:0] data_i,
    output logic       data_ready_o,
    input  logic       data_valid_i
);
    typedef enum logic [2:0] {
        IDLE,
        START,
        DATA,
        STOP
    } states_t;
    states_t state, state_next;
    logic [31:0] clk_counter, clk_counter_next;
    logic [2:0] byte_counter, byte_counter_next;
    logic [7:0] data_reg, data_reg_next;
    assign data_ready_o = (state == IDLE);
    always_ff @(posedge clk_i or negedge arstn_i) begin
        if (!arstn_i) begin
            state <= IDLE;
            clk_counter <= '0;
            byte_counter <= '0;
            data_reg <= '0;
        end
        else begin
            state <= state_next;
            clk_counter <= clk_counter_next;
            byte_counter <= byte_counter_next;
            data_reg <= data_reg_next;
        end
    end
    always_comb begin
        state_next = IDLE;
        case (state)
            IDLE: begin
                if (data_valid_i) begin
                    state_next = START;
                end
                else begin
                    state_next = IDLE;
                end
            end
            START: begin
                if (clk_counter == (CLK_PER_BAUD - 1)) begin
                    state_next = DATA;
                end
                else begin
                    state_next = START;
                end
            end
            DATA: begin
                if ((clk_counter == (CLK_PER_BAUD - 1)) && (byte_counter == 7)) begin
                    state_next = STOP;
                end
                else begin
                    state_next = DATA;
                end
            end
            STOP: begin
                if (clk_counter == (CLK_PER_BAUD - 1)) begin
                    state_next = IDLE;
                end
                else begin
                    state_next = STOP;
                end
            end
        endcase
    end
    always_comb begin
        tx_o = '1;
        byte_counter_next = byte_counter;
        clk_counter_next = clk_counter;
        data_reg_next = data_reg;
        case (state)
            IDLE: begin
                byte_counter_next = '0;
                clk_counter_next = '0;
                tx_o = '1;
                if (data_valid_i) begin
                    data_reg_next = data_i;
                end
            end
            START: begin
                tx_o = '0;
                clk_counter_next = (clk_counter == (CLK_PER_BAUD - 1)) ? '0 : clk_counter + 1;
            end
            DATA: begin
                tx_o = data_reg[byte_counter];
                clk_counter_next = (clk_counter == (CLK_PER_BAUD - 1)) ? '0 : clk_counter + 1;
                if (clk_counter == (CLK_PER_BAUD - 1)) begin
                    byte_counter_next = byte_counter + 1;
                end
            end
            STOP: begin
                tx_o = '1;
                clk_counter_next = (clk_counter == (CLK_PER_BAUD - 1)) ? '0 : clk_counter + 1;
            end
        endcase
    end
endmodule

===== ./run.sh =====
#!/bin/bash
# OpenROAD 26Q1-2900-gdf79404cd8, Yosys 0.63+post, stock flow scripts
make -C /OpenROAD-flow-scripts/flow DESIGN_CONFIG=/design/flow/config.mk WORK_HOME=/design/flow/orfs finish

==> run summary <==
Implementation status.

- The routed length per instance is 15.5 um.
- For reference, the critical path cell chain is mux4_2 > mux2i_1 > mux2i_1 > clkdlybuf4s50_1.
- The number of cells traversed by the worst register-to-register path is 7.
- Ranking logic cells in the layout by count gives the top entries dfrtp_1, a31oi_1, nand2_1.
- The cell family contributing the most delay on the critical path is multiplexers.
- From synthesis to final layout, the design area changed by 10.4%.
- Per the GRT congestion report, total overflow comes to 0.
- The setup violation total in the final timing report is 0.
- The worst stage delay on the critical path is 0.53 ns.
- After legalization and detailed placement, the total HPWL measured 3410 um.
- Per the OpenROAD floorplan log, the area of the core is 6390 um^2.
- Summed over all failing endpoints, the final setup total negative slack is 0 ns.
- The critical path maximum fanout is 5.
- The width of the die is 83.7 um.
- The CTS report gives the tree buffer count as 5.
- The synthesized instance count is 262.
- The chip area is ~7000 um^2.
- Dividing the detail-routed via count by the number of cells gives 5.92.
- The count of antenna diodes in the layout is 0.
- Max-slew check failures listed in the final report amount to 0.
- On the worst setup and hold paths after CTS, the clock-pin slew comes to 0.09 ns.
- Per the summary, power density relative to cell area is 201 nW/um^2.
- Data arrives at the worst endpoint at 1.95 ns.
- The most common logic cell in the routed design is dfrtp_1.
- In the per-layer summary, the met1 wirelength comes to 2740 um.
- The post-synthesis sequential area ratio is 0.441.
- The post-CTS hold buffer count recorded in the log is 0.
- The worst-margin pin slew is 0.615 ns.
- The reported max-cap violation count is 0.
- Each instance of the synthesized netlist takes up on average slightly above 10 um^2.
- The combined area of the multi-input logic cells is roughly 1400 um^2.
- The number of global-route vias before repair is 1,929.
- The violation tally recorded at the end of detailed-routing iteration 0 is approximately 120.
- The total buffers and inverters traversed by the critical path is 1.
- The post-synth register bit count is about 47.
- The number of distinct library cell variants in the gate-level netlist after synthesis is 47.
- The clock tree from TritonCTS is yes.
- From bottom edge to top edge, the die measures 83.7 um.
- The critical path start-end classification is reg2out.
- The wire length of the first global-routing pass is roughly 9400 um.
- For this design, the sink count on the clock tree is about 47.
- Buffers placed on the I/O ports in this run total 12.
- The endpoint of the worst hold path is reported as clk_counter[18]$_DFFE_PN0P_.
- In this run the post-CTS setup repair buffer count came out at 0.
- The worst VDD IR drop from the latest analysis is 143 uV.
- Headroom to the max-slew limit came out at 0.590.
- The clock reaches the later pin of the worst-skew pair after 0.30 ns.
- The global-route usage over all layers is 0.168.
- The script parses the final routing iteration and logs DRC violations as 0.
- The number of synthesis warnings is 1.
- The flow ran to the end, and the final reports show no timing, DRC or antenna violations.
- After synthesis, the chip area reported by Yosys is 2670 um^2.
- Summed over all nets, wire length on met3 after detailed routing comes to 201 um.
- The kind of capture point of the worst setup path is an output port.
- The final design utilization is 0.462.
- Summing every instance area after synthesis gives 2670 um^2.
- The routed layout has ~2,000 vias.
- Per the STA report, the cell with the highest stage delay on the worst path is mux4_2.
- The destination of the worst register-to-register timing path is clk_counter[8]$_DFFE_PN0P_.
- The number of cells on the worst hold path is listed as 1.
- The logs give a warning total of 26.
- The uppermost signal routing layer after detailed routing is met4.
- The share of cells above drive strength 1 is 0.126.
- The minimum clock period after layout is about 3.2 ns.
- The routed design has 5370 um of wire.
- The routability-driven placement congestion ratio is 0.771.
- In this run the remaining antenna-violating nets after routing total 0.
- The worst setup path is launched from a flip-flop.
- Per the synth stats, the proportion of register bits with asynchronous set or reset is 1.00.
- Setup repair after global routing left no endpoint under its margin.
- The starting density of the core is 0.418.
- The maximum buffer depth of the clock tree is 2.
- The register cell area after layout is between 1000 and 1500 um^2.
- The cell repeated most along the worst path is mux2i_1.
- After filler insertion, the fill cell instance count of the layout stands at 572.
- The worst hold-check slack is just over 0.5 ns.
- The register with the most flip-flops in the layout has 32 of them.
- After synthesis, the design contains around 260 cells according to Yosys.
- According to the floorplan log, the row count is 29.
- The static leakage is 1.31 nW.
- The number of levels in the clock H-tree is 2.
- The number of antenna violations at the first check in global routing is 0.
- The final setup skew is 0.00325 ns.
- The tightest min-delay check is of the reg2reg type.
- Derived from the worst setup path, the maximum achievable clock frequency is ~310 MHz.
- The number of gates resized after CTS was 0.
- For the worst min-delay path, the startpoint reported by OpenROAD is clk_counter[18]$_DFFE_PN0P_.
- Yosys mapped a number of flops with a built-in enable equal to 0.
- The top-level I/O count is 13.
- In the finished design, the share of the clock period the worst path needs comes to 0.505.
- The worst register-to-register path begins at clk_counter[0]$_DFFE_PN0P_.
- In this run the clock root is driven by a clkbuf_8.
- The pre-antenna-repair detailed-routing pass consisted of 4 iterations.
- STA reports a reg2reg setup slack of about 4 ns.
- The met2 wirelength from detailed routing is 2380 um.
- Per the synth stats, the flop cell with the highest instance count is dfrtp_1.
- Per the final timing report, the hold violations number 0.
- Entering global routing, the biggest net connects 48 pins.
- The required time of the worst setup path is 5.12 ns.
==> stage by stage <==
step | instance area [um^2] | cells | total power, mW | setup WS (ns)
after floorplan | 2670 | 262 | 0.318 | 4.01
after global placement | 2810 | 339 | 0.333 | 3.48
after detailed placement | 2810 | 339 | 0.334 | 3.47
after CTS | 2950 | 347 | 0.598 | 3.12
after global routing | 2950 | 347 | 0.610 | 3.02
final | 2950 | 347 | 0.591 | 3.17
==> area by class of cell <==
type	instances	share of cell area
Clock buffer	5	0.0233
Clock inverter	3	0.0229
Inverter	8	0.0102
Multi-Input combinational cell	191	0.462
Sequential cell	47	0.399
Tap cell	77	0.0327
Timing Repair Buffer	16	0.0492
==> per-layer routing <==
layer / GRT usage / vias to the layer above
met1: 0.283 / 996
met4: 0.0123 / 0
met2: 0.249 / 37
met3: 0.0281 / 6
met5: 0 / -
li1: - / 1015
==> report_power, final <==
group          internal, mW  total, mW  switching [mW]
logic                0.0134     0.0221         0.00869
clock network         0.156      0.264           0.108
registers             0.303      0.305         0.00247
total                 0.472      0.591           0.120
==> cells in the mapped netlist (3+ instances only) <==
library cell | n | area share
inv_1 | 8 | 0.011
a21oi_1 | 15 | 0.028
and3_1 | 5 | 0.012
nand4_1 | 6 | 0.014
nor4_1 | 7 | 0.016
buf_6 | 4 | 0.017
a41oi_1 | 3 | 0.0098
nor2_1 | 5 | 0.0070
and2_1 | 4 | 0.0094
buf_2 | 8 | 0.015
and4_1 | 6 | 0.020
nand2_1 | 22 | 0.031
o21ai_0 | 12 | 0.022
ha_1 | 4 | 0.019
nor3_1 | 5 | 0.0094
nand2b_1 | 6 | 0.014
mux2i_1 | 9 | 0.034
dfrtp_1 | 46 | 0.43
a21o_1 | 5 | 0.014
a31oi_1 | 24 | 0.056
mux2_2 | 8 | 0.034
o21ai_1 | 4 | 0.0075
nand3_1 | 13 | 0.024
==> worst max-delay path by stage <==
| stage | from | end | slack [ns] | cells past startpoint |
|---|---|---|---|---|
| 4_1_cts | byte_counter[0]$_DFFE_PN0P_ | tx_o | 3.12 | 4 |
| 5_1_grt | byte_counter[0]$_DFFE_PN0P_ | tx_o | 3.02 | 4 |
| 6_report | byte_counter[0]$_DFFE_PN0P_ | tx_o | 3.17 | 4 |
==> kinds of logic after synthesis <==
family | count (synthesis) | synth area share
xor gates and xnor gates | 1 | 0.00328
and+or+nand+nor | 92 | 0.222
DFF | 47 | 0.441
adders and majority gates | 4 | 0.0187
AOI/OAI and AO/OA | 75 | 0.179
muxes | 19 | 0.0844
buffers and inverters | 24 | 0.0515
==> worst reg2reg max path: cells and delay by family (launching register included) <==
| family | cells | cell delay, ns |
|---|---|---|
| buffers and inverters | 1 | 0.38 |
| AND/OR/NAND/NOR | 2 | 0.36 |
| adder cells (fa/ha/maj) | 1 | 0.21 |
| flip-flops | 1 | 0.44 |
| AND-OR/OR-AND | 3 | 0.82 |
Power is estimated from default activity; no workload was simulated.
