===== ./design.v =====
interface axi_if #(
    parameter ID_W_WIDTH = 4,
    parameter ID_R_WIDTH = 4,
    parameter ADDR_WIDTH = 16,
    parameter DATA_WIDTH = 32
) ();
    logic AWVALID;
    logic AWREADY;
    logic [ID_W_WIDTH-1:0] AWID;
    logic [ADDR_WIDTH-1:0] AWADDR;
    logic [7:0] AWLEN;
    logic [2:0] AWSIZE;
    logic [1:0] AWBURST;
    logic WVALID;
    logic WREADY;
    logic [DATA_WIDTH-1:0] WDATA;
    logic [(DATA_WIDTH/8)-1:0] WSTRB;
    logic WLAST;
    logic BVALID;
    logic BREADY;
    logic [ID_W_WIDTH-1:0] BID;
    logic ARVALID;
    logic ARREADY;
    logic [ID_R_WIDTH-1:0] ARID;
    logic [ADDR_WIDTH-1:0] ARADDR;
    logic [7:0] ARLEN;
    logic [2:0] ARSIZE;
    logic [1:0] ARBURST;
    logic RVALID;
    logic RREADY;
    logic [ID_R_WIDTH-1:0] RID;
    logic [DATA_WIDTH-1:0] RDATA;
    logic RLAST;
    modport m (
        input AWREADY,
        output AWVALID, AWID, AWADDR, AWLEN, AWSIZE, AWBURST,
        input WREADY,
        output WVALID, WDATA, WSTRB, WLAST,
        input BVALID, BID,
        output BREADY,
        input ARREADY,
        output ARVALID, ARID, ARADDR, ARLEN, ARSIZE, ARBURST,
        input RVALID, RID, RDATA, RLAST,
        output RREADY
    );
    modport s (
        output AWREADY,
        input AWVALID, AWID, AWADDR, AWLEN, AWSIZE, AWBURST,
        output WREADY,
        input WVALID, WDATA, WSTRB, WLAST,
        output BVALID, BID,
        input BREADY,
        output ARREADY,
        input ARVALID, ARID, ARADDR, ARLEN, ARSIZE, ARBURST,
        output RVALID, RID, RDATA, RLAST,
        input RREADY
    );
    modport mon (
        input AWREADY,
        input AWVALID, AWID, AWADDR, AWLEN, AWSIZE, AWBURST,
        input WREADY,
        input WVALID, WDATA, WSTRB, WLAST,
        input BVALID, BID,
        input BREADY,
        input ARREADY,
        input ARVALID, ARID, ARADDR, ARLEN, ARSIZE, ARBURST,
        input RVALID, RID, RDATA, RLAST,
        input RREADY
    );
endinterface
interface axis_if #(
    parameter DATA_WIDTH = 32
) ();
    logic TVALID;
    logic TREADY;
    logic [DATA_WIDTH-1:0] TDATA;
    modport m (
        output TVALID,
        input TREADY,
        output TDATA
    );
    modport s (
        input TVALID,
        output TREADY,
        input TDATA
    );
endinterface
interface ram_if #(
    parameter ADDR_WIDTH = 16,
    parameter BYTE_WIDTH = 8
) ();
    logic [ADDR_WIDTH-1:0] addr_a;
    logic [BYTE_WIDTH-1:0] data_a;
    logic [BYTE_WIDTH-1:0] write_a;
    logic write_en_a;
    logic [ADDR_WIDTH-1:0] addr_b;
    logic [BYTE_WIDTH-1:0] data_b;
    logic [BYTE_WIDTH-1:0] write_b;
    logic write_en_b;
    modport m (
        output addr_a, write_a, write_en_a,
        input data_a,
        output addr_b, write_b, write_en_b,
        input data_b
    );
    modport s (
        input addr_a, write_a, write_en_a,
        output data_a,
        input addr_b, write_b, write_en_b,
        output data_b
    );
endinterface
module axi_master_loader #(
    parameter DATA_WIDTH   = 32,
    parameter ADDR_WIDTH   = 16,
    parameter ID_W_WIDTH   = 5,
    parameter ID_R_WIDTH   = 5,
    parameter FIFO_DEPTH   = 32,
    parameter LOADER_ID    = 0,
    parameter MAX_ID_WIDTH = (ID_W_WIDTH > ID_R_WIDTH) ? ID_W_WIDTH : ID_R_WIDTH
) (
    input  logic                    clk_i,
    input  logic                    arstn_i,
    input  logic [7:0]              req_depth_i,
    input  logic [MAX_ID_WIDTH-1:0] id_i,
    input  logic                    write_i,
    input  logic [7:0]              axlen_i,
    input  logic                    fifo_push_i,
    input  logic                    start_i,
    output logic                    idle_o,
    axi_if.m                        m_axi_o
);
    typedef enum logic[1:0] {
        IDLE,
        AX_HANDSHAKE,
        RESP_WAIT
    } states_t;
    logic [7:0] req_counter, req_counter_next;
    logic [7:0] trans_counter, trans_counter_next;
    logic [MAX_ID_WIDTH-1:0] id_rd;
    logic [7:0] axlen_rd;
    logic write_rd, fifo_valid_rd, fifo_ready_rd;
    logic [7:0] bresp_cnt, bresp_cnt_next, rresp_cnt, rresp_cnt_next;
    states_t state, state_next;
    logic aw_was, w_was;
    logic aw_was_next, w_was_next;
    assign m_axi_o.AWID    = id_rd;
    assign m_axi_o.AWADDR  = LOADER_ID << 2;
    assign m_axi_o.AWLEN   = axlen_rd;
    assign m_axi_o.AWSIZE  = $clog2(DATA_WIDTH/8);
    assign m_axi_o.AWBURST = 2'b01;
    assign m_axi_o.WDATA   = 'h30 + LOADER_ID;
    assign m_axi_o.WSTRB   = '1;
    assign m_axi_o.BREADY  = 1'b1;
    assign m_axi_o.ARID    = id_rd;
    assign m_axi_o.ARADDR  = LOADER_ID << 2;
    assign m_axi_o.ARLEN   = axlen_rd;
    assign m_axi_o.ARSIZE  = $clog2(DATA_WIDTH/8);
    assign m_axi_o.ARBURST = 2'b01;
    assign m_axi_o.RREADY = 1'b1;
    stream_fifo #(
        .DATA_WIDTH (MAX_ID_WIDTH + 1 + 8),
        .FIFO_LEN   (FIFO_DEPTH)
    ) u_stream_fifo (
        .ACLK    (clk_i),
        .ARESETn (arstn_i),
        .data_i  ({write_i, axlen_i, id_i}),
        .valid_i (fifo_push_i),
        .ready_o (),  
        .data_o  ({write_rd, axlen_rd, id_rd}),
        .valid_o (fifo_valid_rd),
        .ready_i (fifo_ready_rd)
    );
    always_ff @(posedge clk_i or negedge arstn_i) begin
        if (!arstn_i) begin
            state <= IDLE;
            req_counter <= '0;
            trans_counter <= '0;
            bresp_cnt <= '0;
            rresp_cnt <= '0;
            aw_was <= '0;
            w_was <= '0;
        end
        else begin
            state <= state_next;
            req_counter <= req_counter_next;
            trans_counter <= trans_counter_next;
            bresp_cnt <= bresp_cnt_next;
            rresp_cnt <= rresp_cnt_next;
            aw_was <= aw_was_next;
            w_was <= w_was_next;
        end
    end
    always_comb begin
        state_next = state;
        case (state)
            IDLE: begin
                if (start_i && fifo_valid_rd) begin
                    state_next = AX_HANDSHAKE;
                end
                else begin
                    state_next = IDLE;
                end
            end
            AX_HANDSHAKE: begin
                if (fifo_ready_rd) begin
                    if (req_counter == 1) begin
                        state_next = RESP_WAIT;
                    end
                    else begin
                        state_next = AX_HANDSHAKE;
                    end
                end
                else begin
                    state_next = AX_HANDSHAKE;
                end
            end
            RESP_WAIT: begin
                if ((rresp_cnt == 0 && bresp_cnt == 1 && m_axi_o.BREADY && m_axi_o.BVALID) ||
                    (rresp_cnt == 1 && bresp_cnt == 0 && m_axi_o.RREADY && m_axi_o.RVALID && m_axi_o.RLAST) ||
                    (rresp_cnt == 1 && bresp_cnt == 1 && m_axi_o.RREADY && m_axi_o.RVALID && m_axi_o.RLAST && m_axi_o.BREADY && m_axi_o.BVALID)) begin
                    state_next = fifo_valid_rd ? AX_HANDSHAKE : IDLE;
                end
                else begin
                    state_next = RESP_WAIT;
                end
            end
        endcase
    end
    always_comb begin
        fifo_ready_rd = '0;
        req_counter_next = req_counter;
        trans_counter_next = trans_counter;
        bresp_cnt_next = bresp_cnt;
        rresp_cnt_next = rresp_cnt;
        aw_was_next = aw_was;
        w_was_next = w_was;
        m_axi_o.WVALID = '0;
        m_axi_o.WLAST = '0;
        m_axi_o.AWVALID = '0;
        m_axi_o.ARVALID = '0;
        fifo_ready_rd = '0;
        idle_o = '0;
        case (state)
            IDLE: begin
                req_counter_next = req_depth_i;
                idle_o = '1;
            end
            AX_HANDSHAKE: begin
                if (fifo_valid_rd) begin
                    if (write_rd) begin
                        m_axi_o.WVALID = (trans_counter <= axlen_rd);
                        m_axi_o.WLAST = (trans_counter == axlen_rd);
                        m_axi_o.AWVALID = !aw_was;
                        m_axi_o.ARVALID = '0;
                        aw_was_next = (aw_was | (m_axi_o.AWVALID & m_axi_o.AWREADY));
                        w_was_next  = (w_was | (m_axi_o.WVALID & m_axi_o.WREADY & m_axi_o.WLAST));
                        fifo_ready_rd = (w_was & aw_was_next) || (aw_was & w_was_next) || (aw_was_next & w_was_next);
                        aw_was_next = aw_was_next & ~fifo_ready_rd;
                        w_was_next  = w_was_next & ~fifo_ready_rd;
                        trans_counter_next = fifo_ready_rd ? '0 : (trans_counter + (m_axi_o.WVALID & m_axi_o.WREADY));
                    end
                    else begin
                        m_axi_o.WVALID = '0;
                        m_axi_o.WLAST = '0;
                        m_axi_o.AWVALID = '0;
                        m_axi_o.ARVALID = '1;
                        fifo_ready_rd = m_axi_o.ARVALID & m_axi_o.ARREADY;
                    end
                end
                else begin
                    m_axi_o.WVALID = '0;
                    m_axi_o.WLAST = '0;
                    m_axi_o.AWVALID = '0;
                    m_axi_o.ARVALID = '0;
                    fifo_ready_rd = '0;
                end
                bresp_cnt_next = bresp_cnt + (fifo_ready_rd & write_rd) - (m_axi_o.BVALID & m_axi_o.BREADY);
                rresp_cnt_next = rresp_cnt + (fifo_ready_rd & !write_rd) - (m_axi_o.RVALID & m_axi_o.RREADY & m_axi_o.RLAST);
                req_counter_next = req_counter - fifo_ready_rd;
            end
            RESP_WAIT: begin
                req_counter_next = req_depth_i;
                m_axi_o.WVALID = '0;
                m_axi_o.WLAST = '0;
                m_axi_o.AWVALID = '0;
                m_axi_o.ARVALID = '0;
                if (m_axi_o.BVALID && m_axi_o.BREADY) begin
                    bresp_cnt_next = bresp_cnt - 1;
                end
                if (m_axi_o.RVALID && m_axi_o.RREADY && m_axi_o.RLAST) begin
                    rresp_cnt_next = rresp_cnt - 1;
                end
            end
        endcase
    end
endmodule
module stream_fifo #(
    parameter DATA_WIDTH = 32,
    parameter FIFO_LEN = 16
) (
    input logic ACLK,
    input logic ARESETn,
    input logic [DATA_WIDTH-1:0] data_i,
    input logic valid_i,
    output logic ready_o,
    output logic [DATA_WIDTH-1:0]  data_o,
    output logic valid_o,
    input logic ready_i
);
    localparam ADDR_WIDTH = $clog2(FIFO_LEN);
    logic [DATA_WIDTH-1:0] fifo_mem [FIFO_LEN];
    logic [ADDR_WIDTH-1:0] read_ptr, read_ptr_reg;
    logic [ADDR_WIDTH-1:0] write_ptr;
    logic [ADDR_WIDTH:0] count;
    assign data_o = fifo_mem[read_ptr];
    assign valid_o = (count > 0);
    assign ready_o = !(count == FIFO_LEN);
    always_ff @(posedge ACLK or negedge ARESETn) begin
        if (!ARESETn) begin
            read_ptr <= 0;
            write_ptr <= 0;
            count <= 0;
        end
        else begin
            if (valid_i && ready_o) begin
                write_ptr <= (write_ptr == (FIFO_LEN - 1)) ? 0 : write_ptr + 1;
            end
            if (valid_o && ready_i) begin
                read_ptr <= (read_ptr == (FIFO_LEN - 1)) ? 0 : read_ptr + 1;
            end
            if (valid_i && ready_o && !(valid_o && ready_i)) begin
                count <= count + 1;
            end
            else if (!(valid_i && ready_o) && (valid_o && ready_i)) begin
                count <= count - 1;
            end
        end
    end
    always @(posedge ACLK) begin
        if (valid_i && ready_o) begin
            fifo_mem[write_ptr] <= data_i;
        end
    end
endmodule

===== ./run.sh =====
#!/bin/bash
# OpenROAD 26Q1-2900-gdf79404cd8, Yosys 0.63+post, stock flow scripts
make -C /OpenROAD-flow-scripts/flow DESIGN_CONFIG=/design/flow/config.mk WORK_HOME=/design/flow/orfs finish

===== ./config.mk =====
export PLATFORM = sky130hd
export DESIGN_NAME = axi_master_loader
export DESIGN_NICKNAME = axi_master_loader
export VERILOG_FILES = /design/flow/design.v
export SDC_FILE = /design/flow/constraint.sdc
export NUM_CORES = 4
export LEC_CHECK = 1
export CORE_UTILIZATION = 40

===== ./constraint.sdc =====
current_design axi_master_loader

set clk_period 13.8
set clk_io_pct 0.2

create_clock -name clk0 -period $clk_period [get_ports {clk_i}]

set non_clock_inputs [all_inputs -no_clocks]
set_input_delay [expr $clk_period * $clk_io_pct] -clock clk0 $non_clock_inputs
set_output_delay [expr $clk_period * $clk_io_pct] -clock clk0 [all_outputs]

==> results.json <==
{
  "status": "finished, final reports clean",
  "syn_area_sq_um": 3100,
  "cts.sinks": 61,
  "yosys.area.top_type": "edfxtp_1",
  "pwr-share-comb_pct": 22.6,
  "pwr-share-seq_pct": 49.3,
  "cts_buffers": 9,
  "rows": 31,
  "warnings": 41,
  "totalWireLength_um": 5210,
  "powerDensity_nw_per_um2": 139,
  "ys_types": 40,
  "largest_reg_flops": 32,
  "area_leaders": "edfxtp_1 31%, dfrtp_1 23%, mux4_1 6.8%",
  "cp_slowest_cell": "clkdlybuf4s50_1",
  "first_iter_violations": 44,
  "clock_path_buffers": 2,
  "n_antenna_cell": 0,
  "n_fill_cell": 681,
  "setup_viol": 0,
  "max_freq_mhz": 202,
  "area_delta_synth_final_pct": 12.6,
  "core_util_floorplan_pct": 42.0,
  "ys_cells": 265,
  "yosys_warnings": 96,
  "synthArstFlopShare_pct": 47.5,
  "top_area_share_pct": 31.0,
  "grt_pass1_wl_um": 9070,
  "path_cells": "clkdlybuf4s50_1 > o31ai_4 > inv_2 > ha_1 > inv_1 > ha_1 > a21o_1 > a21oi_1 > or4_1 > nand4_1 > xnor2_1",
  "cts_root_buf": "clkbuf_8",
  "top_register": "u_stream_fifo.fifo_mem",
  "maxCapViolations": 0,
  "first_pass_iters": 4,
  "crit_type": "input pin to flip-flop",
  "insertion_delay_ns": 0.33,
  "wl_per_cell_um": 13.5,
  "cp_max_fo": 9,
  "end_kind": "flip-flop",
  "yosys-stat-area_sq_um": 3100,
  "intPower_w": 0.000334,
  "overflow": 0,
  "avgSynthCellArea_sq_um": 11.7,
  "place.gp.congestion": 0.791,
  "htreeDepth": 3,
  "hold_viol_final": 0,
  "post-layout-total-power_w": 0.000486,
  "io_pins": 27,
  "portBuffers": 13,
  "top_cells_by_count": "41 x nor2_1, 32 x edfxtp_1, 28 x dfrtp_1, 28 x nand2_1, 21 x o21ai_0",
  "ant_nets": 0,
  "irDropWorstVdd_v": 0.0000903,
  "cp_common_cell": "ha_1",
  "dieArea_sq_um": 8100,
  "p_sw_w": 0.000151,
  "min_period_over_period_pct": 35.8,
  "timing.final.crit_period_ns": 4.95,
  "grt_usage_pct": 14.8,
  "grt_max_degree": 33,
  "holdBufCountCts": 0,
  "slew_headroom_pct": 63.3,
  "slew_violations": 0,
  "grt_pass1_vias": 1962,
  "cts_setup_buffers": 0,
  "required_ns": 14.06,
  "pwr-share-clk_pct": 28.1,
  "total_leakage_power_nw": 1.28,
  "die_x_um": 90.0,
  "arrival_ns": 5.20,
  "ys.flops": 61,
  "drcViolationCount": 0,
  "die_y_um": 90.0,
  "cts_resized": 0,
  "seq_area_sq_um": 1690,
  "dp_hpwl_um": 3490,
  "cts_tree": "built",
  "viasPerCell": 5.01,
  "vias": 1929,
  "top_regs": "u_stream_fifo.fifo_mem (32), req_counter (8), u_stream_fifo.count (6)",
  "rsz0062_at_grt": "no",
  "edf_count": 32,
  "flop_cell": "edfxtp_1",
  "cts.clk_slew.worst_paths_ns": 0.07,
  "holdCritPathClass": "flip-flop to flip-flop",
  "synthCells": 265,
  "comb_area_sq_um": 1320,
  "clock_skew_ns": 0.00948,
  "setup_tns_ns": 0,
  "synth_top_cell_by_count": "nor2_1",
  "worst_pin_slew_ns": 0.551,
  "postSynthSeqShare_pct": 54.5,
  "drive_gt1_share_pct": 9.44,
  "sw_frac_of_total_pct": 31.1,
  "antenna_found_initial": 0,
  "core_sq_um": 7370,
  "crit_path_start_kind": "input pin",
  "crit_path_max_incr_delay_ns": 0.51
}
==> logic make-up after synthesis <==
kind of cell,after synthesis,share of synthesized area [%]
and+or+nand+nor,105,15.6
DFF,61,54.5
AOI/OAI and AO/OA,36,7.88
buffers and inverters,21,3.03
muxes,16,9.57
adders and majority gates,15,6.30
xor gates and xnor gates,11,3.11
==> final timing paths <==
check	start	cells past startpoint	endpoint	slack, ns
max	fifo_push_i	11	u_stream_fifo.count[5]	8.85
min	aw_was	1	w_was	0.47
max reg2reg	u_stream_fifo.count[0]	10	u_stream_fifo.count[5]	10.46
min reg2reg	aw_was	1	w_was	0.47
max in group asynchronous	arstn_i	2	state[0]	10.67
min in group asynchronous	arstn_i	2	u_stream_fifo.count[0]	2.81
==> worst max-delay path, delay by kind of cell <==
| family | cells | cell delay [ns] |
|---|---|---|
| AND-OR/OR-AND | 3 | 0.32 |
| XOR/XNOR | 1 | 0.12 |
| adder cells (fa/ha/maj) | 2 | 0.58 |
| buffers and inverters | 3 | 0.82 |
| AND/OR/NAND/NOR | 2 | 0.60 |
==> layout by cell type, fill, tap and decap left out, drive strengths merged, types with 6 or more instances in the layout <==
cell type      count
nor3               6
edfxtp            32
mux4               8
xnor2              9
dfrtp             28
clkdlybuf4s50     13
o21ai             21
nor2              41
ha                14
nand3              6
inv               11
nand2             28
clkbuf            14
==> stage by stage <==
step           utilization [%]  area (sq um)  setup slack [ns]  std cells  hold WS, ns
3_5_place_dp              45.0          3310              8.52        369        0.454
6_report                  47.3          3490              8.85        385        0.474
4_1_cts                   47.3          3490              8.88        385        0.470
3_3_place_gp              45.0          3310              8.53        369        0.448
2_1_floorplan                -          3100              9.29        265        0.429
5_1_grt                   47.3          3490              8.72        385        0.497
==> layout make-up <==
class,instances,share of cell area [%]
Sequential cell,61,48.4
Clock inverter,2,0.287
Timing Repair Buffer,15,4.16
Tap cell,99,3.55
Inverter,11,1.18
Clock buffer,14,4.66
Multi-Input combinational cell,183,37.7
==> power groups by stage <==
stage / Combinational (W) / Sequential, W / Clock, W
final: 0.000110 / 0.000239 / 0.000137
after global routing: 0.000127 / 0.000243 / 0.000150
after CTS: 0.000111 / 0.000240 / 0.000142
==> per-layer routing <==
layer / wire length (um) / global-route usage (%)
met5: 0 / 0
met4: 91 / 2.28
met3: 252 / 4.55
met2: 2350 / 21.3
met1: 2520 / 24.3
Power figures rest on the tool's default switching activity, not on a simulated workload.
